## constraint.sdc

```tcl
current_design ALU

set clk_period 38.4
set clk_io_pct 0.2

create_clock -name clk0 -period $clk_period

set non_clock_inputs [all_inputs -no_clocks]
set_input_delay [expr $clk_period * $clk_io_pct] -clock clk0 $non_clock_inputs
set_output_delay [expr $clk_period * $clk_io_pct] -clock clk0 [all_outputs]
```

## run.sh

```bash
#!/bin/bash
# OpenROAD 26Q1-2900-gdf79404cd8, Yosys 0.63+post, stock flow scripts
make -C /OpenROAD-flow-scripts/flow DESIGN_CONFIG=/design/flow/config.mk WORK_HOME=/design/flow/orfs finish
```

## config.mk

```make
export PLATFORM = sky130hd
export DESIGN_NAME = ALU
export DESIGN_NICKNAME = ALU
export VERILOG_FILES = /design/flow/design.v
export SDC_FILE = /design/flow/constraint.sdc
export NUM_CORES = 4
export LEC_CHECK = 1
export CORE_UTILIZATION = 40
```

## design.v

```verilog
`timescale 1ns/1ps
module ALU (
  input wire [31:0] a,
  input wire [31:0] b,
  input wire [3:0] alu_ctrl,
  input wire [4:0] shamt,
  output reg [31:0] result,
  output wire zout
);
  assign zout = (result == 32'h0) ? 1 : 0;  
  always @(*) begin
    case (alu_ctrl)
      4'b0000: result = a + b;  
      4'b0010: result = a - b;  
      4'b0100: result = a & b;  
      4'b0101: result = ~(a | b);  
      4'b1010: result = (shamt < 32) ? b << shamt : 32'hxxxx;  
      4'b1011: result = (shamt < 32) ? b >> shamt : 32'hxxxx;  
      default: result = 32'hxxxx;  
    endcase
end
endmodule
```

==> run_results.csv <==
group,metric,value,unit
sta,final_count_of_negative_setup_slack_endpoints,0,
cells_and_area,ratio_of_cells_with_drive_above_1_in_the_final_layout,11.2,%
worst_setup_path,arrival,13800,ps
sta,setup_tns,0,ps
worst_setup_path,crit_path_max_fanout,14,
global_routing,via_count_of_the_first_global_routing_pass,8438,
logic_synthesis,cells_in_synth_stat_txt,1080,
logic_synthesis,ys_chip_area,0.00770,mm²
route,antenna_left,0,
sta,worst_slew_margin_rel,44.2,%
cells_and_area,layout-area-overhead-vs-synth,13.4,%
cells_and_area,fillerInstances,1912,
worst_setup_path,worst_setup_sp_type,"primary input",
flow_run,openroad.warnings,34,
logic_synthesis,postSynthCellCount,1080,
cells_and_area,n_clock_buffer,0,
place,place_hpwl,28.4,mm
cells_and_area,combGateArea,0.00711,mm²
place,io_buffers,106,
sta,period_needed,21480,ps
route,drtPass1Iterations,5,
global_routing,grt_first_pass_wirelength,54.3,mm
pwr,cellLeakagePower,3.19,nW
floorplanning,core.rowCount,50,
route,detailroute.via_count,9090,
floorplanning,fp.coreArea,0.0188,mm²
logic_synthesis,mappedNetlistArea,0.00770,mm²
sta,grt_setup_unrepaired,"no",
cells_and_area,n_sequential_cell,0,
route,antenna_cells_inserted,0,
route,drt_wl_total,36.6,mm
global_routing,antenna_found_initial,0,
sta,slew_violations,0,
logic_synthesis,synth-seq-area-share,0,%
sta,final_min_period_over_clock_period,56.0,%
flow_run,max-cap-violations,0,
min_path,hold_path_class,"in2out",
floorplanning,dieWidth,141,µm
worst_setup_path,crit_required,30720,ps
logic_synthesis,synth.distinct_cells,78,
floorplanning,floorplan.initialDensity,41.0,%
pwr,p_total,0.000154,W
clocking,post-cts-setup-buffer-count,0,
sta,timing.final.hold_violations,0,
worst_setup_path,timing_worst_setup_path_type,"in2out",
pwr,pwrdens,17.6,mW/mm²
outcome,outcome,"complete, no violations",
floorplanning,io_pins,106,
global_routing,grtUsageTotal,37.5,%
clocking,post_cts_resized,0,
place,gp_routability_congestion,1.04,
route,routed_via_density,6.80,
floorplanning,dieArea,0.0198,mm²
worst_setup_path,crit_start,"b[2]",
logic_synthesis,avgSynthCellArea,7.13,µm²
cells_and_area,seq_area,0,µm²
sta,timing.fmax,46.5,MHz
logic_synthesis,synth.yosys.warnings,1,
floorplanning,die_y,141,µm
worst_setup_path,end_kind,"primary output",
global_routing,grt_start_max_net_pins,70,
route,per_cell_routed_wire_length,27.4,µm
sta,timing_worst_slew_pin_value,831,ps
route,dr.first_iter.drc_count,921,
min_path,hold_path.startpoint,"shamt[3]",
worst_setup_path,critical_path.endpoint,"zout",
global_routing,sum_of_overflow_across_all_layers_after_global_routing,0,
route,drc,0,
clocking,cts_hold_repair.buffers,0,
pwr,vdd.ir_drop.worst,9.02,µV
[worst min-delay path by stage]
stage,depth (start not counted),to
after CTS,3,result[12]
after global routing,3,result[12]
final,3,result[12]
[Yosys cell counts (7+ instances only)]
cell type | number | area share, %
sky130_fd_sc_hd__o211ai_1 | 16 | 1.6
sky130_fd_sc_hd__mux2i_1 | 73 | 9.5
sky130_fd_sc_hd__or3_1 | 9 | 0.73
sky130_fd_sc_hd__a31oi_1 | 19 | 1.5
sky130_fd_sc_hd__mux4_2 | 45 | 13
sky130_fd_sc_hd__ha_1 | 34 | 5.5
sky130_fd_sc_hd__xor2_1 | 17 | 1.9
sky130_fd_sc_hd__xnor2_1 | 31 | 3.5
sky130_fd_sc_hd__nor2_1 | 92 | 4.5
sky130_fd_sc_hd__nor3_1 | 28 | 1.8
sky130_fd_sc_hd__a21oi_1 | 103 | 6.7
sky130_fd_sc_hd__buf_1 | 7 | 0.34
sky130_fd_sc_hd__o31ai_1 | 10 | 0.97
sky130_fd_sc_hd__nand3_1 | 16 | 1.0
sky130_fd_sc_hd__o21ai_0 | 60 | 3.9
sky130_fd_sc_hd__inv_1 | 22 | 1.1
sky130_fd_sc_hd__and2_1 | 12 | 0.97
sky130_fd_sc_hd__nand3b_1 | 21 | 2.0
sky130_fd_sc_hd__buf_2 | 17 | 1.1
sky130_fd_sc_hd__nand2_1 | 83 | 4.0
sky130_fd_sc_hd__or3b_2 | 12 | 1.4
sky130_fd_sc_hd__nand2b_1 | 15 | 1.2
sky130_fd_sc_hd__nor2b_1 | 29 | 2.4
sky130_fd_sc_hd__buf_4 | 11 | 1.1
sky130_fd_sc_hd__nor4_1 | 7 | 0.57
sky130_fd_sc_hd__nor3b_1 | 19 | 1.9
sky130_fd_sc_hd__nand4_1 | 7 | 0.57
sky130_fd_sc_hd__a211o_1 | 10 | 1.1
sky130_fd_sc_hd__a21o_1 | 7 | 0.68
sky130_fd_sc_hd__mux2_2 | 21 | 3.1
sky130_fd_sc_hd__clkbuf_1 | 71 | 3.5
sky130_fd_sc_hd__a211oi_1 | 18 | 1.8
sky130_fd_sc_hd__o21a_1 | 11 | 1.1
sky130_fd_sc_hd__o22ai_1 | 19 | 1.5
sky130_fd_sc_hd__o221ai_1 | 9 | 1.0
[routing by layer]
layer / track usage, % / vias to the layer above / routed length (µm)
li1: - / 4174 / -
met1: 52.6 / 4349 / 15500
met2: 61.1 / 493 / 17000
met3: 5.02 / 74 / 2870
met4: 10.1 / 0 / 1280
met5: 0 / - / 0
[kinds of logic after synthesis]
family / Yosys count / share of synthesized area, %
AND-OR/OR-AND: 342 / 28.8
XOR/XNOR: 48 / 5.46
adder cells (fa/ha/maj): 35 / 5.78
buffers and inverters: 134 / 7.73
multiplexers: 139 / 25.7
AND/OR/NAND/NOR: 382 / 26.5
[cells in the final DEF (no fill, tap or decap), drive strengths merged, types with 21 or more instances in the layout]
cell type      instances
a21oi                103
nor2                  92
nor3                  28
inv                   23
nand2                 84
clkdlybuf4s50        101
buf                   31
xnor2                 31
nand3b                21
ha                    34
nor2b                 29
o21ai                 61
mux4                  45
mux2i                 73
mux2                  21
[worst max-delay path, cell delays in order]
cell and delay (ps):
sky130_fd_sc_hd__clkdlybuf4s50_1 640, sky130_fd_sc_hd__or3_1 490, sky130_fd_sc_hd__nor3b_1 620, sky130_fd_sc_hd__or3b_2 540, sky130_fd_sc_hd__nor2b_1 370, sky130_fd_sc_hd__nand2_1 160
sky130_fd_sc_hd__nor2_1 220, sky130_fd_sc_hd__a21oi_1 120, sky130_fd_sc_hd__xnor2_1 160, sky130_fd_sc_hd__ha_1 390, sky130_fd_sc_hd__a21o_1 200, sky130_fd_sc_hd__a31oi_1 280
sky130_fd_sc_hd__nor2b_1 80, sky130_fd_sc_hd__o21a_1 170, sky130_fd_sc_hd__o21ai_0 120, sky130_fd_sc_hd__o21ai_0 150, sky130_fd_sc_hd__mux2i_1 170, sky130_fd_sc_hd__a211o_1 320
sky130_fd_sc_hd__nor4_1 260, sky130_fd_sc_hd__and4_1 220, sky130_fd_sc_hd__clkdlybuf4s50_1 450
[stage by stage]
step	cell area, µm²	util, %	setup slack [ps]	hold slack (ps)	instances
6_report	8730	46.5	16920	16550	1336
5_1_grt	8730	46.5	16590	16600	1336
4_1_cts	8730	46.5	17020	16520	1336
3_5_place_dp	8730	46.5	17030	16520	1336
3_3_place_gp	8730	46.5	17140	16530	1336
2_1_floorplan	7700	-	18940	15640	1080
[power breakdown]
part	total (W)	internal, W	switching (W)
sequential	0	0	0
combinational	0.000154	0.0000673	0.0000867
clock	0	0	0
total	0.000154	0.0000673	0.0000867
[cell type report]
class,count,area share [%]
Multi-Input combinational cell,946,81.5
Inverter,24,1.03
Timing Repair Buffer,132,14.1
Tap cell,234,3.35
No activity file was given, so power comes from the tool's default toggle rates.
