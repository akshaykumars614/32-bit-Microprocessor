==> design/flow/design.v <==
module ProgramCounter (
  input wire clk,
  input wire rst,
  input wire [31:0] next_addr,
  output reg [31:0] pc
);
  always @(posedge clk or negedge rst) begin
    if (!rst)
      pc <= 0;  
    else
      pc <= pc + 4;  
  end
endmodule
==> design/flow/run.sh <==
#!/bin/bash
# OpenROAD 26Q1-2900-gdf79404cd8, Yosys 0.63+post, stock flow scripts
make -C /OpenROAD-flow-scripts/flow DESIGN_CONFIG=/design/flow/config.mk WORK_HOME=/design/flow/orfs finish
==> design/flow/config.mk <==
export PLATFORM = sky130hd
export DESIGN_NAME = ProgramCounter
export DESIGN_NICKNAME = ProgramCounter
export VERILOG_FILES = /design/flow/design.v
export SDC_FILE = /design/flow/constraint.sdc
export NUM_CORES = 4
export LEC_CHECK = 1
export CORE_UTILIZATION = 30
==> design/flow/constraint.sdc <==
current_design ProgramCounter

set clk_period 4.0
set clk_io_pct 0.2

create_clock -name clk0 -period $clk_period [get_ports {clk}]

set non_clock_inputs [all_inputs -no_clocks]
set_input_delay [expr $clk_period * $clk_io_pct] -clock clk0 $non_clock_inputs
set_output_delay [expr $clk_period * $clk_io_pct] -clock clk0 [all_outputs]
==> deck_impl_summary.md <==
Synthesis and Place & Route Summary

Layout
  • Register Area: 751 µm²
  • Logic area: 591 µm²
  • Finished Layout Cells: 204
  • Biggest register: pc
  • Max reg flops: 30
  • Fillers: between 300 and 400
  • Area growth, synth to finish: 33.9%
  • Largest registers: pc: 30 flops
  • Share of cells above drive strength 1: 0.0987

Placement
  • GP Congestion: 0.833
  • Placed instance count: slightly below 200
  • Port bufs: 31
  • Dpl hpwl: 1.79 mm

Setup path
  • Worst reg2reg path endpoint: pc[30]
  • CP startpoint: pc[9]
  • Setup crit end: pc[9]
  • Worst Path Max Fanout: 6
  • Worst Path Arrival: approximately 1300 ps
  • Highest-delay cell along the critical path: clkdlybuf4s50_1
  • Crit path kind: reg -> out
  • CP Depth: 1
  • Critical path buffers and inverters: 1
  • Largest stage delay on the critical path: 510 ps
  • Worst R2R Path Depth: 5
  • Worst endpoint required time: 3200 ps
  • Cell chain of the critical path: clkdlybuf4s50_1
  • Startpoint types: flop
  • Crit path capture type: output pin
  • Crit-path leading delay family: buffers and inverters
  • Reg-to-reg slack, setup: 2140 ps
  • RR Startpoint: pc[2]

Detailed routing
  • DRC viols: 0
  • DRT Pass-1 Iters: 4
  • Final wirelength: 2.53 mm
  • Top sig layer: met4
  • First DRT Iteration DRCs: about 52
  • Met3 WL: 108 µm
  • Drt wl/cell: 12.4 µm
  • Met1 wire length: 1.23 mm
  • Diode count: 0
  • ANT nets after route: 0
  • Vias: 965
  • Routed length on met2: 1.11 mm
  • Vias per cell: 4.73

Synthesis
  • Yosys Warn Count: 1
  • Syn Area/Cell: 12.1 µm²
  • Synth async-reset ratio: 1.00
  • Syn Inst Count: 113
  • Area share, top type: 0.550
  • Yosys chip area: ~1400 µm²
  • Count of library flops with an enable pin: 0
  • Synth cell types: 20
  • Post-synth regs: 30
  • Top cells by area: dfrtp_1 (55%), xnor2_1 (12%), xor2_1 (5.8%)
  • Ys flop type: dfrtp_1
  • Largest area contributor in the netlist: dfrtp_1
  • Synth Seq Share: 0.550
  • Mapped cell area: about 1400 µm²
  • Yosys cell count: 113

Clock tree
  • Cts bufs inserted: 5
  • Worst-Skew Late Latency: 280 ps
  • # Post-CTS Setup Buffers: 0
  • Hold_buf cts: 0
  • Num Clock Sinks: 30
  • Clk Tree Root Cell: clkbuf_8
  • Clock tree buffer depth: 2
  • CTS tree: built
  • Post-CTS sizing: 0
  • Clock transition at path regs: 60 ps
  • H-Tree Depth: 2

Power
  • Leak Pwr: between 0.8 and 0.9 nW
  • Peak VDD IR: between 0.0002 and 0.00025 V
  • Power, Total: 556 µW
  • PwrDens: ~300 nW/µm²

Timing
  • Clock Skew: 3.28 ps
  • RSZ-0062 raised after global routing: no
  • Fin. max-slew vios: 0
  • Fin crit period: 2090 ps
  • Final hold violation count: 0
  • Final setup vio count: 0
  • Peak Freq: 479 MHz
  • Post-layout period usage of the worst path: 0.522
  • Slew headroom: 0.619
  • Hold WS: around 470 ps
  • Setup TNS: 0 ps
  • Slew @ Worst Pin: approximately 570 ps

Die
  • Core footprint: 4350 µm²
  • Die Y: 69.4 µm
  • I/O pins: 66
  • # rows: 24
  • Die X: roughly 69 µm
  • Fp util: 0.313
  • Die area: 4820 µm²

Global routing
  • First-pass GRT wire length: 4.59 mm
  • Largest net degree at the start of global routing: 31
  • Vias in the first global route: around 940
  • GRT Total Usage: 0.119
  • Grt ovf: 0
  • Initial antenna violation count: 0

Run
  • Max-Cap Viols: 0
  • Stage-log warning count: ~57

Hold path
  • Min-Delay Path Class: reg -> reg

Run status
  • Outcome: complete, no violations
final cells by class:
| class | count | share of cell area |
|---|---|---|
| clock buffer | 7 | 0.0473 |
| clock inverter | 1 | 0.00274 |
| inverter | 3 | 0.00616 |
| multi-input combinational | 79 | 0.323 |
| sequential | 30 | 0.411 |
| tap | 52 | 0.0356 |
| timing repair buffer | 32 | 0.174 |
routing by layer:
| metal | vias up | track usage |
|---|---|---|
| met4 | 0 | 0.0272 |
| met2 | 24 | 0.162 |
| li1 | 460 | - |
| met1 | 473 | 0.202 |
| met3 | 8 | 0.0236 |
| met5 | - | 0 |
logic make-up (layout without fill, tap and decap cells):
logic type                 after synthesis  count (layout)  synth area share
and+or+nand+nor                         48              48             0.239
xor gates and xnor gates                28              28             0.180
other                                    1               2           0.00275
DFF                                     30              30             0.550
buffers and inverters                    5              43            0.0193
adders and majority gates                1               1           0.00917
how the worst min path moves through the flow:
stage            end  slack [ps]  depth (start not counted)  startpoint
finish        pc[31]         470                          1      pc[31]
CTS           pc[31]         470                          1      pc[31]
global route  pc[31]         520                          1      pc[31]
metrics by stage:
stage,util,area [µm²],worst slack (ps)
floorplan,-,1370,2500
global placement,0.399,1740,2230
detailed placement,0.399,1740,2150
CTS,0.420,1830,1910
global route,0.420,1830,1880
finish,0.420,1830,1910
cell usage in the layout, fill, tap and decap left out, types with 4 or more instances in the layout:
| cell | synthesis | final |
|---|---|---|
| and3_1 | 4 | 4 |
| clkbuf_8 | 0 | 6 |
| clkdlybuf4s50_1 | 0 | 31 |
| dfrtp_1 | 30 | 30 |
| nand2_1 | 10 | 10 |
| nand3_1 | 10 | 10 |
| nand4_1 | 6 | 6 |
| nor2_1 | 6 | 6 |
| xnor2_1 | 19 | 19 |
| xor2_1 | 9 | 9 |
where the power goes:
group	switching (mW)	internal, mW	total [mW]
Clock	0.107	0.138	0.245
Sequential	0	0.304	0.304
Combinational	0.00558	0.00149	0.00707
cell usage after synthesis, types with 2 or more instances:
master,number
and3_1,4
nor3_1,3
nor4_4,3
nand4_1,6
nor2_1,6
nand2_1,10
xor2_1,9
xnor2_1,19
buf_4,2
nand3_1,10
dfrtp_1,30
inv_1,3
Power figures rest on the tool's default switching activity, not on a simulated workload.
